==> flow/design.v <==
module PanelDisplay (
input logic clk,
input logic rst,
input logic button_up,
input logic button_dn,
input logic button_r,
input logic button_l,
input logic switch,
output logic [5:0] P1_Score,
output logic [5:0] P2_Score,
output logic hsync,
output logic vsync,
output logic move_enable,
output logic [3:0] red,
output logic [3:0] green,
output logic [3:0] blue);
reg [5:0]counter1=0;
reg [5:0]counter2=0;
assign P1_Score=counter1;
assign P2_Score=counter2;
parameter hpixels = 800;  
parameter vlines = 600;  
parameter hpulse = 120;  
parameter vpulse = 6;  
parameter hbp = 64; 	
parameter hfp = 56; 	
parameter vbp = 23;
parameter vfp = 37;
reg [10:0]hc=0;
reg [9:0]vc=0;
assign hsync = (hc < 920) ? 1:0; 
assign vsync = (vc < 660) ? 1:0;
assign valid_move_p1= button_up ^ button_l;
assign valid_move_p2= button_dn ^ button_r;
reg[10:0]p1h=264;
reg[9:0]p1v=278;
reg[10:0]p2h=648;
reg[9:0]p2v=278;
always_ff @(posedge clk) begin
if (rst) begin
p1h<=264;
p1v<=278;
end  if (valid_move_p1 && move_enable && switch) begin
     if(p1v>=189 && p1v<368) begin
	   if(p1_up==1) 
	     p1v<=p1v+10;
	  else if(p1_dn==1) 
	    p1v<=p1v-10;
      end else if(p1v<189 && p1_up==1) 
	   p1v<=219;
       else if(p1v>=368 && p1_dn==1)
		p1v<=367;
	end
end
always_ff @(posedge clk) begin
if (rst) begin
    p2h<=648;
    p2v<=278;
end  
else if (valid_move_p2 && move_enable==1 && switch ) begin
    if(p2v>=189 && p2v<368) begin
	   if(p2_up==1) 
	        p2v<=p2v+10;
	   else if(p2_dn==1) 
	        p2v<=p2v-10;	
	end
	else if(p2v<189 && p2_up==1) 
	   p2v<=190;
    else if(p2v>=368 && p2_dn==1)
	   p2v<=367;
	end
end
logic [1:0] p1_up_reg;
always_ff @(posedge clk) begin
 if (rst)
 p1_up_reg <= 2'b00;
 else begin
 p1_up_reg[1] <= p1_up_reg[0];
 p1_up_reg[0] <= button_up;
 end
 end
 assign p1_up= p1_up_reg[1];
logic [1:0] p1_dn_reg;
always_ff @(posedge clk) begin
 if (rst)
 p1_dn_reg <= 2'b00;
 else begin
 p1_dn_reg[1] <= p1_dn_reg[0];
 p1_dn_reg[0] <= button_l;
 end
 end
 assign p1_dn= p1_dn_reg[1];
logic [1:0] p2_up_reg;
always_ff @(posedge clk) begin
 if (rst)
 p2_up_reg <= 2'b00;
 else begin
 p2_up_reg[1] <= p2_up_reg[0];
 p2_up_reg[0] <= button_r;
 end
 end
 assign p2_up= p2_up_reg[1];
logic [1:0] p2_dn_reg;
always_ff @(posedge clk) begin
 if (rst)
 p2_dn_reg <= 2'b00;
 else begin
 p2_dn_reg[1] <= p2_dn_reg[0];
 p2_dn_reg[0] <= button_dn;
 end
 end
 assign p2_dn= p2_dn_reg[1];
logic pxlClk;
always_ff @(posedge clk) begin
 if (rst)
 pxlClk <= 1'b1;
 else
 pxlClk <= ~pxlClk;
end
logic [1:0] s_reg;
always_ff @(posedge clk) begin
 if (rst)
 s_reg <= 2'b11;
 else begin
 s_reg[1] <= s_reg[0];
 s_reg[0] <= vsync;
 end
 end
 assign move_enable = s_reg[1] & ~s_reg[0];
 always_ff @(posedge clk) begin
 if (rst) begin
 hc <=0;
 vc <=0;
 end
 else if (pxlClk) begin
	if (hc < 1040 )
	   hc <= hc + 1; 
	else begin
	hc<=0;
	if(vc<666)
		vc<=vc+1;
	else
		vc<=0;
	end
   end 
end
reg move_r=0;
reg move_u=1;
reg[10:0]hsq;
reg[9:0]vsq;
always_ff @(posedge clk) begin
 if (rst) begin
 hsq <=454;
 vsq <=313;
counter1<=0;
counter2<=0;
 end else if (vsync==0 && move_enable==1 && switch) begin
 	if (hsq < 628 && hsq > 264 && vsq < 458 && vsq >= 187) begin 
   		 if (move_r == 1) 
       			 hsq <= hsq + 5;
		 else 
			hsq<= hsq-5;
   		end
   		 if (move_u == 1) 
      			  vsq <= vsq - 5;
    		 else  
      			  vsq <= vsq + 5;
 	end
    else if (hsq+20>=p2h && move_r == 1) begin
      	if(vsq+20>=p2v && vsq<=p2v+90)begin
	hsq <= hsq - 5;
        move_r <= 0;
	end else begin
	 hsq <=454;
 	 vsq <=313;
	 counter1<=counter1+1;
end
    end else if (hsq<=p1h &&  move_r == 0) begin
       	if(vsq+20>=p1v && vsq<=p1v+90) begin
	 hsq <= hsq + 5;
         move_r <= 1;
	 end else begin
	  hsq <=454;
 	 vsq <=313;
	 counter2<=counter2+1;
	end
    end else if (vsq >= 438 && move_u == 0) begin
        vsq <= vsq - 5;    
        move_u <= 1;
    end else if (vsq < 188 && move_u == 1) begin
        vsq <= vsq + 5;
        move_u <= 0;
    end
end
always_ff @(posedge clk) begin
if (rst) begin
  	red = 4'b0000;
	green = 4'b0000;
    	blue = 4'b0000;
end
if (pxlClk ) begin 
	if (hc > (hpixels + hbp) || hc < hbp || vc > (vlines + vbp) || vc< vbp)begin
	    red = 4'b0000;
    	    green = 4'b0000;
            blue = 4'b0000;
  	end
	else if (vc <=149+vbp || vc >= 450+vbp ) begin
	    	red = 4'b0000;
    		green = 4'b0000;
		blue = 4'b0000;	
        end
	else if ((vc >= 150+vbp && vc <= 164+vbp)||(vc >= 435+vbp && vc <= 449+vbp)) begin
     		if ( hc <= 263 || (hc >= 664 && hc<= 1039)) begin
       			red = 4'b0000;
       			green = 4'b0000;
	   		blue = 4'b0000;       
	        end 
     		else begin
      	 		red = 4'b1111;
      	 		green = 4'b1111;
	  		blue = 4'b1111;                           
       		end
        end
 	else if (vc>= 165+vbp && vc<= 434+vbp) begin
		 if(hc>=hsq && hc<hsq+20 &&  vc>=vsq && vc<vsq+20 ) begin
      	 			red = 4'b1111;
      	 			green = 4'b1111;
	  		 	blue = 4'b1111;		
			end
			else if(hc>=p1h && hc<p1h+15 && vc>=p1v && vc<p1v+90) begin
				red = 4'b1111;
      	 			green = 4'b1111;
	  		 	blue = 4'b1111;		
				end
			else if(hc>=p2h && hc<p2h+15 && vc>=p2v && vc<p2v+90) begin
      	 			red = 4'b1111;
      	 			green = 4'b1111;
	  		 	blue = 4'b1111;
			end	
			else begin
      	 			red = 4'b0000;
      	 			green = 4'b0000;
	  		 	blue = 4'b0000;
			end	
end    
end
end
endmodule
==> flow/run.sh <==
#!/bin/bash
# OpenROAD 26Q1-2900-gdf79404cd8, Yosys 0.63+post, stock flow scripts
make -C /OpenROAD-flow-scripts/flow DESIGN_CONFIG=/design/flow/config.mk WORK_HOME=/design/flow/orfs finish
==> flow/config.mk <==
export PLATFORM = sky130hd
export DESIGN_NAME = PanelDisplay
export DESIGN_NICKNAME = PanelDisplay
export VERILOG_FILES = /design/flow/design.v
export SDC_FILE = /design/flow/constraint.sdc
export NUM_CORES = 4
export LEC_CHECK = 1
export CORE_UTILIZATION = 40
==> flow/constraint.sdc <==
current_design PanelDisplay

set clk_period 3.9
set clk_io_pct 0.2

create_clock -name clk0 -period $clk_period [get_ports {clk}]

set non_clock_inputs [all_inputs -no_clocks]
set_input_delay [expr $clk_period * $clk_io_pct] -clock clk0 $non_clock_inputs
set_output_delay [expr $clk_period * $clk_io_pct] -clock clk0 [all_outputs]
==> out/results.ini <==
[global_route]
grtUsageMet2=0.358
global_routing_s_busiest_layer=met2
grt_pass1_wl_um=44700
grt_usage=0.234
initial_antenna_violation_count=0
grt_start_max_net_pins=41
grt-ovfl-total=0
use_met3=0.0286
grtUsageMet1=0.353
grt_pass1_vias=8430

[power_and_ir_drop]
p_per_area_nw_per_um2=256
p_comb_frac=0.241
pwr-share-seq=0.403
p_int_w=0.00182
power_switching_share=0.322
irDropWorstVdd_v=0.000226
power.clock.fraction=0.356
p_leak_nw=4.27
power.net_switching_w=0.000865

[yosys]
syn-mean-instance-area_um2=7.72
post_syn_area_um2=9480
yosysWarnings=7
synth_top_area_share=0.203
synth_chip_area_um2=9480
ys_types=83
netlist.top_cell.by_area=sky130_fd_sc_hd__dfxtp_1
syn_inst=1228
ys_cells=1228
synthArstFlopShare=0
yosys_register_bits=99
synth_seq_share=0.212
synth.top_cells.by_area=sky130_fd_sc_hd__dfxtp_1 20%, sky130_fd_sc_hd__ha_1 18%, sky130_fd_sc_hd__a21oi_1 5.0%
number_of_enable_flip_flop_cells=3
postSynth.topFlopCell=sky130_fd_sc_hd__dfxtp_1

[die]
die_area_um2=24300
core_util_floorplan=0.414
horizontal_extent_of_the_die_um=156
io_pins=34
core-area_um2=22900
core.rowCount=55
floorplan.die.height_um=156

[run_status]
run_status=finished clean

[sta]
fin_worst_skew_ns=0.00996
hold_viol=0
drv_slew=0
final_min_period_over_clock_period=0.923
tightest_slew_ns=0.830
final.setup.tns_ns=0
grt_setup_unrepaired=no
time_the_final_worst_path_needs_with_i_o_delays_and_setup_ns=3.60
timing.fmax_mhz=278
timing.final.setup_violations=0
worst_slew_margin_rel=0.443

[layout]
lay_top_cells=137 x sky130_fd_sc_hd__ha_1, 115 x sky130_fd_sc_hd__nor2_1, 96 x sky130_fd_sc_hd__dfxtp_1
layout.filler_cells=2244
layout_top_cell_excl_fill_tap=sky130_fd_sc_hd__ha_1
drive_above_1_share=0.0643
design_area_um2=10500
largest_registers=hc: 11 flops, hsq: 11 flops
area_growth_from_synthesis_to_final_layout_pct=10.8

[route]
drt.antenna.violating_nets=0
drt_iter0_drc=689
antenna_cells=0
drc=0
total_length_of_routed_wires_um=27000
detailroute.via_count=9001
detail_route.wl_per_cell_um=17.3
drtPass1Iterations=5
post_drt_via_cell_ratio=5.78

[placed_design]
hpwl_um=20300
number_of_buffer_cells_added_on_primary_ports=33
placement.cell_area_um2=10200
gpl.final_weighted_congestion=0.984

[clocking]
cts.clk_slew.worst_paths_ns=0.07
cts_buffers=9
cts_buffer_depth=2
ctsRootBufferMaster=sky130_fd_sc_hd__clkbuf_16
maximum_level_of_the_cts_h_tree=3
worst_skew_pair.late_latency_ns=0.35
clock_tree_from_tritoncts=built
cts_num_sinks=99
post_cts_hold_buffer_count=0

[run]
warning_count=43
drv_cap=0

[setup_path]
crit_path_max_fanout=8
critical_path.reg2reg.startpoint=vsq[3]
worst_setup_path_startpoint=vsq[3]
timing.critical_path.arrival_ns=3.87
critPathKind=reg -> reg
cp-end-kind=flop
worstPathRequired_ns=4.17
start_kind=flop

[worst_hold_path]
min-delay-start=p2_up_reg[0]
min-delay-path-class=reg -> reg

[cell usage after synthesis, types with 19 or more instances]
cell                       number
sky130_fd_sc_hd__dfxtp_1       96
sky130_fd_sc_hd__nand3_1       36
sky130_fd_sc_hd__a21oi_1       95
sky130_fd_sc_hd__a31oi_1       19
sky130_fd_sc_hd__nand2_1       81
sky130_fd_sc_hd__nor2_1       116
sky130_fd_sc_hd__xor2_1        21
sky130_fd_sc_hd__nand4_1       23
sky130_fd_sc_hd__nor2b_1       21
sky130_fd_sc_hd__inv_1         70
sky130_fd_sc_hd__xnor2_1       53
sky130_fd_sc_hd__ha_1         137
sky130_fd_sc_hd__a21o_1        31
sky130_fd_sc_hd__clkbuf_1      46
sky130_fd_sc_hd__o21ai_0       84
sky130_fd_sc_hd__nor3_1        41
[cell families after synthesis]
family / share of synthesized area
muxes: 0.0116
xor gates and xnor gates: 0.0684
and+or+nand+nor: 0.203
buffers and inverters: 0.0582
AOI/OAI and AO/OA: 0.260
adders and majority gates: 0.186
DFF: 0.212
[power by group through the flow]
stage	registers (W)	clock network (W)	logic [W]
4_1_cts	0.00108	0.000990	0.000624
5_1_grt	0.00109	0.00101	0.000724
6_report	0.00108	0.000956	0.000647
[through the flow]
step | std cells | utilization | worst slack, ns | hold slack [ns] | power [W]
6_report | 1558 | 0.459 | 0.301 | 0.434 | 0.00269
2_1_floorplan | 1228 | - | 0.485 | 0.403 | 0.00155
5_1_grt | 1558 | 0.459 | 0.00769 | 0.447 | 0.00282
4_1_cts | 1557 | 0.457 | 0.171 | 0.439 | 0.00270
3_5_place_dp | 1541 | 0.443 | 0.187 | 0.425 | 0.00172
3_3_place_gp | 1541 | 0.443 | 0.188 | 0.418 | 0.00173
[worst max-delay path: stages (launching register included)]
cell and delay, ns:
sky130_fd_sc_hd__dfxtp_1 0.49, sky130_fd_sc_hd__ha_1 0.38, sky130_fd_sc_hd__o21ai_0 0.15, sky130_fd_sc_hd__xnor2_1 0.31, sky130_fd_sc_hd__ha_1 0.29, sky130_fd_sc_hd__nand2_1 0.08, sky130_fd_sc_hd__nor2_1 0.05, sky130_fd_sc_hd__a2111oi_0 0.38
sky130_fd_sc_hd__o21a_1 0.18, sky130_fd_sc_hd__o21ai_0 0.23, sky130_fd_sc_hd__nand2_2 0.27, sky130_fd_sc_hd__o221ai_4 0.20, sky130_fd_sc_hd__a31o_2 0.27, sky130_fd_sc_hd__a221oi_2 0.24
[metal layers]
layer	vias up	routed length, µm
met5	-	0
li1	4534	-
met2	238	11600
met3	37	1380
met1	4192	13300
met4	0	692
[path summary, 6_finish.rpt]
path | depth (start not counted) | slack [ns] | to
hold reg to reg | 1 | 0.43 | p2_up_reg[1]
setup reg to reg | 13 | 0.30 | vsq[2]
setup / recovery | 13 | 0.30 | vsq[2]
hold / removal | 1 | 0.43 | p2_up_reg[1]
[area by class of cell]
class	instances	area, µm²	area share
clock buffer	11	253	0.0241
tap	313	392	0.0373
inverter	73	274	0.0261
timing repair buffer	65	566	0.0538
multi-input combinational	992	6950	0.662
sequential	99	2010	0.191
clock inverter	5	58.8	0.00560
[what timing repair did]
item,in CTS,in global routing
setup endpoints to repair,0,18
hold endpoints to repair,0,0
resized,0,6
buffers inserted,0,1
Power and IR drop assume default switching activity.
